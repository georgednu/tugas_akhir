==> design/flow/design.v <==
module adc_interface
(
    input wire clk_design, clk_adc, rst, en,
    input wire [31:0] cDataAxisTdata,
    input wire cDataAxisTvalid,
    output wire cDataAxisTready,
    output wire [13:0] adc_ch1,
    output wire [13:0] adc_ch2
);
assign cDataAxisTready = 1;
wire [31:0] data;
mcp mcp_adc
(  
    .clk1(clk_adc), .clk2(clk_design), .rst(rst), .en(en),
    .data(cDataAxisTdata), .tready(cDataAxisTvalid),
    .odata(data)
);
assign adc_ch1 = data [31:18];
assign adc_ch2 = data [15:2];
endmodule
module mcp
(
    input wire clk1, clk2, rst, en,
    input wire [31:0] data,
    input wire tready,
    output reg [31:0] odata
);
reg [7:0] counter = 0;
localparam threshold = 3;
always @(posedge clk1, negedge rst) begin
    if (!rst)
        counter<=0;
    else if (en)
        counter <= (counter>=threshold && tready)? 0 : counter+1; 
end
reg [31:0] send_reg;
always @(posedge clk1, negedge rst) begin
    if (!rst)
        send_reg<=0;
    else if (en && counter>=3 && tready)
        send_reg <= data; 
end
wire send_pulse_en, pulse;
assign send_pulse_en = en && counter >= 3 && tready;
pulse_gen rdy_pulse
(
    .clk(clk1), .rst(rst), .en(send_pulse_en),
    .pulse(pulse)
);
reg t = 0;
always @(posedge clk1, negedge rst) begin
    if (!rst)
        t<=0;
    else if (en)
        t <= (pulse)? ~t : t; 
end
wire receive_en;
sync_pgen receiver_pulse_detector
(
    .clk(clk2), .rst(rst), .d(t),
    .p(receive_en)
);
always @(posedge clk2, negedge rst) begin
    if(!rst)
        odata<=0;
    else
        odata<=(receive_en)? send_reg : odata; 
end
endmodule
module pulse_gen
(
    input wire clk, rst, en,
    output wire pulse
);
reg in;
reg d;
initial in = 0;
always @(posedge clk, negedge rst) begin
    if (!rst)
        d <= 0;
    else
        d <= in;
end
always @(posedge clk, negedge rst) begin
    if (!rst)
        in <= 0;
    else if (en)
        in <= ~in;
end
assign pulse = d ^ in;
endmodule
module sync_pgen
(
    input wire clk, rst, d,
    output wire p, q
);
(* ASYNC_REG = "TRUE" *) reg d1;
(* ASYNC_REG = "TRUE" *) reg d2;
reg d3;
always @(posedge clk, negedge rst) begin
    if (!rst)
        d1<=0;
    else
        d1<=d; 
end
always @(posedge clk, negedge rst) begin
    if (!rst)
        d2<=0;
    else
        d2<=d1; 
end
always @(posedge clk, negedge rst) begin
    if (!rst)
        d3<=0;
    else
        d3<=d2; 
end
assign q = d3;
assign p = d3^d2;
endmodule
==> design/flow/run.sh <==
#!/bin/bash
# OpenROAD 26Q1-2900-gdf79404cd8, Yosys 0.63+post, stock flow scripts
make -C /OpenROAD-flow-scripts/flow DESIGN_CONFIG=/design/flow/config.mk WORK_HOME=/design/flow/orfs finish
==> design/flow/config.mk <==
export PLATFORM = sky130hd
export DESIGN_NAME = adc_interface
export DESIGN_NICKNAME = adc_interface
export VERILOG_FILES = /design/flow/design.v
export SDC_FILE = /design/flow/constraint.sdc
export NUM_CORES = 4
export LEC_CHECK = 1
export CORE_UTILIZATION = 40
==> design/flow/constraint.sdc <==
current_design adc_interface

set clk_period 4.3
set clk_io_pct 0.2

create_clock -name clk0 -period $clk_period [get_ports {clk_adc}]
create_clock -name clk1 -period $clk_period [get_ports {clk_design}]

set non_clock_inputs [all_inputs -no_clocks]
set_input_delay [expr $clk_period * $clk_io_pct] -clock clk0 $non_clock_inputs
set_output_delay [expr $clk_period * $clk_io_pct] -clock clk0 [all_outputs]
==> results.json <==
{
  "status": "finished, final reports clean",
  "die_w_um": 86.3,
  "initial_core_util_pct": 41.6,
  "tightest_slew_ns": 0.645,
  "avgSynthCellArea_um2": 16.0,
  "crit_cells": 5,
  "crit_start": "en",
  "post-route-util_pct": 53.8,
  "finalWeightedCongestion": 0.802,
  "setup_viol": 0,
  "log.warning_count": 30,
  "wire_per_inst_um": 14.3,
  "final_area_um2": 3680,
  "dpl.cell_count": 328,
  "core_area_um2": 6830,
  "cts_tree": "done",
  "ir_drop_mv": 0.266,
  "cts.sinks": 70,
  "dieArea_um2": 7440,
  "use_met2_pct": 21.7,
  "final.setup.tns_ns": 0,
  "synthCells": 177,
  "worstSetupPathType": "input port to flip-flop",
  "layout-drive-gt1-share_pct": 29.8,
  "drtIter0Drc": 37,
  "syn_area_um2": 2840,
  "ys_cells": 177,
  "avgViaCountPerCell": 4.70,
  "routed_wl_um": 4920,
  "drc": 0,
  "slowest_delay_ns": 0.72,
  "slew_headroom_pct": 56.9,
  "hold_depth": 0,
  "p_per_area_nw_per_um2": 720,
  "post_cts_buffers": 0,
  "area_delta_synth_final_pct": 29.5,
  "antenna_found_initial": 0,
  "use_met3_pct": 4.15,
  "required_ns": 4.47,
  "max_cap_violations": 0,
  "place_area_um2": 3510,
  "arrival_ns": 2.92,
  "ys.flops": 70,
  "setup.worst_path.end_class": "flip-flop",
  "ys_types": 29,
  "globalRouteOverflowTotal": 0,
  "slowest_stage": "clkdlybuf4s50_1",
  "ys_seq_share_pct": 61.7,
  "grt_pass1_vias": 1639,
  "clk_pin_slew_ns": 0.07,
  "gr-max-usage-layer": "met1",
  "crit_chain": "clkdlybuf4s50_1 -> nand2_1 -> a21oi_4 -> buf_12 -> mux2_2",
  "ys_area_um2": 2840,
  "drv_slew": 0,
  "ioPinCount": 66,
  "worstReg2RegStart": "mcp_adc.counter[0]",
  "synthTopCellsByArea": "dfrtp_1, mux2_4, mux2_2",
  "grt_max_degree": 45,
  "clock_skew_ns": 0.00857,
  "stdcell_count": 344,
  "dpl.hpwl_um": 3140,
  "num_rows": 30,
  "cts_resized": 0,
  "p_leak_uw": 0.00159,
  "cp_max_fo": 22,
  "cts_hold_buf": 0,
  "rsz0062_at_grt": "no",
  "crit_family": "buffers and inverters",
  "dieHeight_um": 86.3,
  "r2r_cells": 5,
  "postRouteAntennaNets": 0,
  "gr-usage-all-layers_pct": 14.8,
  "hold_class": "flip-flop to flip-flop",
  "port_buffers": 59,
  "met1_usage_pct": 23.3,
  "grt_pass1_wl_um": 8110,
  "vias": 1618,
  "critPathBufInv": 2,
  "hold_violations": 0,
  "synth_top_area_share_pct": 61.7,
  "r2r_setup_slack_ns": 2.14,
  "start_kind": "input port",
  "worstHoldStart": "mcp_adc.receiver_pulse_detector.d1",
  "yosys_warnings": 3,
  "dr.pass1.iters": 4,
  "top_area_cell": "dfrtp_1",
  "insertedDiodeCount": 0
}
## final cells by class
type | instances | area [um2]
clock buffer | 14 | 153
clock inverter | 2 | 10.0
fill | 609 | 3150
inverter | 1 | 3.75
multi-input combinational | 99 | 1020
sequential | 70 | 1750
tap | 96 | 120
timing repair buffer | 62 | 621
## final timing paths
kind	to
setup / recovery	mcp_adc.send_reg[29]
hold / removal	mcp_adc.receiver_pulse_detector.d2
setup reg to reg	mcp_adc.send_reg[29]
hold reg to reg	mcp_adc.receiver_pulse_detector.d2
max in group asynchronous	mcp_adc.odata[15]
max in group clk1	mcp_adc.odata[15]
min in group clk0	mcp_adc.rdy_pulse.d
min in group asynchronous	mcp_adc.send_reg[7]
## cell usage after synthesis
| cell type | n |
|---|---|
| o21ai_0 | 5 |
| xor2_1 | 2 |
| o22ai_1 | 1 |
| xnor2_1 | 1 |
| a21boi_0 | 1 |
| buf_6 | 1 |
| mux2_4 | 24 |
| a21oi_4 | 1 |
| dfrtp_1 | 70 |
| xnor2_2 | 1 |
| inv_1 | 1 |
| ha_1 | 1 |
| mux2_1 | 1 |
| nor3_1 | 3 |
| a32o_1 | 1 |
| clkbuf_1 | 1 |
| buf_4 | 3 |
| mux2i_1 | 2 |
| nor4_4 | 1 |
| nand4_1 | 2 |
| buf_12 | 2 |
| conb_1 | 1 |
| nand2_1 | 7 |
| a21oi_1 | 3 |
| nor2_1 | 3 |
| nand3_1 | 2 |
| nand2b_1 | 2 |
| or3_1 | 3 |
| mux2_2 | 31 |
## metal layers
metal  routed length [um]  share of wire (%)
met1                 2310                 47
met2                 2240                 46
met3                  246                5.0
met4                  124                2.5
met5                    0                  0
## cells by family after synthesis
family,share of synthesized area (%)
adder cells (fa/ha/maj),0.440
AND-OR/OR-AND,2.82
multiplexers,26.1
other,0.132
flip-flops,61.7
AND/OR/NAND/NOR,4.49
XOR/XNOR,1.50
buffers and inverters,2.86
## layout by cell type, fill, tap and decap left out, types with 3 or more instances in the layout
| cell type | count |
|---|---|
| dfrtp_1 | 70 |
| mux2_2 | 31 |
| nor2_1 | 3 |
| nor3_1 | 3 |
| clkbuf_8 | 10 |
| mux2_4 | 24 |
| clkbuf_1 | 4 |
| a21oi_1 | 3 |
| clkdlybuf4s50_1 | 58 |
| nand2_1 | 7 |
| o21ai_0 | 5 |
| or3_1 | 3 |
## per-stage QoR
stage	setup slack, ns	total power [uW]	hold WS [ns]
after floorplan	2.50	1800	0.331
after global placement	1.26	2210	0.335
after detailed placement	1.24	2220	0.342
after CTS	1.55	2700	0.356
after global routing	1.47	2850	0.368
final	1.55	2650	0.351
## power by group
| group | total, uW | switching, uW | internal [uW] |
|---|---|---|---|
| combinational | 1040 | 291 | 753 |
| sequential | 1150 | 167 | 979 |
| clock | 459 | 231 | 227 |
| total | 2650 | 689 | 1960 |
Power is estimated from default activity; no workload was simulated.
