$ cat /design/flow/config.mk
export PLATFORM = sky130hd
export DESIGN_NAME = mac
export DESIGN_NICKNAME = mac
export VERILOG_FILES = /design/flow/design.v
export SDC_FILE = /design/flow/constraint.sdc
export NUM_CORES = 4
export LEC_CHECK = 1
export CORE_UTILIZATION = 30
$ cat /design/flow/constraint.sdc
current_design mac

set clk_period 53.3
set clk_io_pct 0.2

create_clock -name clk0 -period $clk_period [get_ports {clk}]

set non_clock_inputs [all_inputs -no_clocks]
set_input_delay [expr $clk_period * $clk_io_pct] -clock clk0 $non_clock_inputs
set_output_delay [expr $clk_period * $clk_io_pct] -clock clk0 [all_outputs]
$ cat /design/flow/design.v
module dff
#(
    parameter WIDTH = 32
)
(
    input wire clk, rst, en,
    input wire [WIDTH-1:0] in,
    output reg [WIDTH-1:0] out
);
    initial out = 0;
    always @(posedge clk, negedge rst) begin
        if (!rst)
            out<=0;
        else if (en)
            out<= in;
    end
endmodule
module mac
#(
    parameter X_WIDTH = 43,
    parameter X_FRAC = 32,
    parameter Y_WIDTH = 43,
    parameter Y_FRAC = 32,
    parameter OUT_WIDTH = 43,
    parameter OUT_FRAC = 32
)
(
    input wire clk, rst, en, clr,
    input wire signed [X_WIDTH-1:0] x,
    input wire signed [Y_WIDTH-1:0] y,
    output wire signed [OUT_WIDTH-1:0] out
);
wire signed [X_WIDTH+Y_WIDTH-1:0] product;
assign product = x*y;
wire signed [OUT_WIDTH-1:0] acc;
wire signed [OUT_WIDTH-1:0] feedback;
assign feedback = (clr)? product[OUT_FRAC +: OUT_WIDTH] : product[OUT_FRAC +: OUT_WIDTH]+acc;
dff#(
    .WIDTH(OUT_WIDTH)
) accumulator
(
    .clk(clk), .rst(rst), .en(en),
    .in(feedback),
    .out(acc)
);
assign out = feedback;
endmodule
$ cat /design/flow/run.sh
#!/bin/bash
# OpenROAD 26Q1-2900-gdf79404cd8, Yosys 0.63+post, stock flow scripts
make -C /OpenROAD-flow-scripts/flow DESIGN_CONFIG=/design/flow/config.mk WORK_HOME=/design/flow/orfs finish
==> flow_summary.yaml <==
# generated from flow reports
worst_setup_path:
  r2r_cells: 13
  rr_endpoint: "accumulator.out[40]"
  cp.arrival_ps: 23090
  cp_slowest_cell: "or4_1"
  critPathCaptureType: "primary output"
  slowest_delay_ps: 600
  regToRegSetupSlack_ps: 49390
  worst_ep_required_time_ps: 42640
  crit_top_cell: "fa_1"
  r2r_start: "accumulator.out[0]"
  critical_path_class: "in -> out"
  critPathLaunchType: "input pin"
  critPathMaxFanout: 43
die:
  ios: 133
  initCoreUtil_pct: 30.2
  die_x_um: 464
  coreArea_mm2: 0.212
  rows: 169
  die_area_mm2: 0.216
  die_h_um: 464
place:
  preCtsSetupSlack_ps: 19640
  place_hpwl_mm: 159
  gp_congestion: 0.960
  io_buffers: 132
synth:
  synthesis.area_mm2: 0.0642
  edf_count: 0
  avgSynthCellArea_um2: 9.10
  yosys_warnings: 1
  netlist_instances: 7054
  yosysUniqueCellTypes: 71
  async_flop_share_pct: 100
  synth_seq_share_pct: 1.68
  ys_chip_area_mm2: 0.0642
  ys_cells: 7054
  ff_type: "dfrtp_1"
  yosys_register_bits: 43
cells_and_area:
  drive_gt1_share_pct: 3.73
  combGateArea_mm2: 0.0548
  syn_to_final_growth_pct: 6.37
  flop_area_mm2: 0.00108
  top_register: "accumulator.out"
  final_util_pct: 32.1
  n_fill_cell: 21800
  top_regs: "accumulator.out x43"
  largest_reg_flops: 43
run:
  drv_cap: 0
  warnings: 29
timing:
  fin_crit_sh_pct: 63.3
  setup_viol: 0
  timing.hold.ws_ps: 514
  slew_violations: 0
  final-hold-violation-count: 0
  rsz0062_at_grt: "false"
  skew_ps: 13.7
  fin_crit_ps: 33750
  fmax_mhz: 29.6
  max_slew_margin_pct: 17.2
  layout_setup_ws_ps: 19550
  tightest_slew_ps: 1230
  setup_tns_ps: 0
outcome:
  status: "completed"
route:
  vias: 46000
  wl_per_cell_um: 20.4
  drtIter0Drc: 1949
  postRouteAntennaNets: 0
  wl_mm: 199
  dr.pass1.iters: 24
  vias_per_cell: 4.72
  drc_errors: 0
clock_tree:
  numCtsBuffers: 5
  cts_tree: "built"
  clock_path_buffers: 2
  cts-root-buf: "clkbuf_16"
  clk_latency_ps: 310
  cts_num_sinks: 43
  clkTransAtPathRegs_ps: 60
  post_cts_buffers: 0
  hold_buffers: 0
  cts-htree-levels: 2
  post_cts_resize_count: 0
hold_path:
  hold_path.class: "reg -> reg"
  hold_end: "accumulator.out[27]"
  hp-start: "accumulator.out[27]"
  whs_path_depth: 1
global_routing:
  grt_pass1_vias: 52600
  antenna_found_initial: 32
  grt_max_degree: 52
  grtUsageMet1_pct: 24.2
  grt_overflow: 0
  grt.total_usage_pct: 20.4
  grt_pass1_wl_mm: 314
  grtUsageMet2_pct: 32.9
  grtUsageMet3_pct: 9.78
  top_usage_layer: "met2"
==> worst max-delay path: cells and delay by family <==
kind	cells	cell delay, ps
simple gates	9	2100
fa+ha+maj	11	5260
xor+xnor	2	300
buf+inv	8	1860
compound gates	9	2860
==> logic make-up (layout without fill, tap and decap cells) <==
family	Yosys count	count (layout)	synth area share, %
buffers and inverters	2203	2065	12.9
adders and majority gates	2116	2116	62.5
and+or+nand+nor	2115	2115	16.5
DFF	43	43	1.68
xor gates and xnor gates	110	110	1.51
other	0	6	0
AOI/OAI and AO/OA	423	423	4.20
muxes	44	44	0.759
==> worst max path at each step <==
stage | to | slack [ps] | from | cells after the start
4_1_cts | out[39] | 19570 | y[18] | 39
5_1_grt | out[42] | 18860 | x[42] | 42
6_report | out[39] | 19550 | y[18] | 39
==> per-stage QoR <==
step,cell area [µm²],std cells
after global routing,68200,9738
after detailed placement,68100,9729
after global placement,68100,9729
after CTS,68200,9737
after floorplan,64200,7054
final,68300,9743
==> synthesized netlist by cell type (all sizes together), types with 9 or more instances <==
library cell     n  area share [%]
xor2            30            0.42
nand3           20            0.16
nor2            76            0.44
nand2b          20            0.19
clkbuf         393             2.3
a31oi           23            0.22
nor2b           32            0.31
and2           885             8.6
and3            12            0.12
a21oi          134             1.0
dfrtp           43             1.7
o21ai           87            0.69
xnor2           80             1.1
a211oi          11            0.13
nand4           30            0.29
nor3            19            0.15
inv           1805              11
o211ai          13            0.15
o21bai          26            0.30
mux2            37            0.65
fa            1813              57
nand2          983             5.8
ha             303             5.9
o21a             9            0.11
a21o            46            0.54
a21boi           9            0.11
==> per-layer routing <==
metal	up-vias	part of all wire [%]
met3	406	12
met2	2065	48
met1	23600	36
met5	-	0.079
met4	22	4.3
li1	19800	-
==> final cells by class <==
type,count,share of cell area (%)
antenna,6,0.0220
clock buffer,5,0.183
clock inverter,3,0.0642
inverter,1805,9.93
multi-input combinational,4808,80.3
sequential,43,1.58
tap,2821,5.17
timing repair buffer,252,2.74
==> cells in the final DEF, fill, tap and decap left out, types with 30 or more instances in the layout <==
cell type,n
a21o_1,46
and2_1,885
dfrtp_1,43
nor2_1,76
fa_1,1813
buf_4,120
nand4_1,30
xnor2_1,80
inv_1,1805
buf_2,71
nand2_1,980
a21oi_1,134
mux2_2,37
ha_1,303
o21ai_0,84
clkdlybuf4s50_1,61
nor2b_1,32
