File: ./design.v
module dac_interface
(
    input wire clk_design, clk_dac, rst, en,
    output wire [31:0] cDataAxisTdata,
    output wire cDataAxisTvalid,
    input wire cDataAxisTready,
    input wire [13:0] dac_ch1,
    input wire [13:0] dac_ch2,
    input wire comp_ready
);
assign cDataAxisTvalid = 1;
wire [31:0] data;
assign data = {dac_ch1, 2'b00, dac_ch2, 2'b00};
mcp mcp_dac
(
    .clk1(clk_design), .clk2(clk_dac), .rst(rst), .en(en),
    .data(data), .tready(comp_ready),
    .odata(cDataAxisTdata)
);
endmodule
module mcp
(
    input wire clk1, clk2, rst, en,
    input wire [31:0] data,
    input wire tready,
    output reg [31:0] odata
);
reg [7:0] counter = 0;
localparam threshold = 3;
always @(posedge clk1, negedge rst) begin
    if (!rst)
        counter<=0;
    else if (en)
        counter <= (counter>=threshold && tready)? 0 : counter+1; 
end
reg [31:0] send_reg;
always @(posedge clk1, negedge rst) begin
    if (!rst)
        send_reg<=0;
    else if (en && counter>=3 && tready)
        send_reg <= data; 
end
wire send_pulse_en, pulse;
assign send_pulse_en = en && counter >= 3 && tready;
pulse_gen rdy_pulse
(
    .clk(clk1), .rst(rst), .en(send_pulse_en),
    .pulse(pulse)
);
reg t = 0;
always @(posedge clk1, negedge rst) begin
    if (!rst)
        t<=0;
    else if (en)
        t <= (pulse)? ~t : t; 
end
wire receive_en;
sync_pgen receiver_pulse_detector
(
    .clk(clk2), .rst(rst), .d(t),
    .p(receive_en)
);
always @(posedge clk2, negedge rst) begin
    if(!rst)
        odata<=0;
    else
        odata<=(receive_en)? send_reg : odata; 
end
endmodule
module pulse_gen
(
    input wire clk, rst, en,
    output wire pulse
);
reg in;
reg d;
initial in = 0;
always @(posedge clk, negedge rst) begin
    if (!rst)
        d <= 0;
    else
        d <= in;
end
always @(posedge clk, negedge rst) begin
    if (!rst)
        in <= 0;
    else if (en)
        in <= ~in;
end
assign pulse = d ^ in;
endmodule
module sync_pgen
(
    input wire clk, rst, d,
    output wire p, q
);
(* ASYNC_REG = "TRUE" *) reg d1;
(* ASYNC_REG = "TRUE" *) reg d2;
reg d3;
always @(posedge clk, negedge rst) begin
    if (!rst)
        d1<=0;
    else
        d1<=d; 
end
always @(posedge clk, negedge rst) begin
    if (!rst)
        d2<=0;
    else
        d2<=d1; 
end
always @(posedge clk, negedge rst) begin
    if (!rst)
        d3<=0;
    else
        d3<=d2; 
end
assign q = d3;
assign p = d3^d2;
endmodule
File: ./run.sh
#!/bin/bash
# OpenROAD 26Q1-2900-gdf79404cd8, Yosys 0.63+post, stock flow scripts
make -C /OpenROAD-flow-scripts/flow DESIGN_CONFIG=/design/flow/config.mk WORK_HOME=/design/flow/orfs finish
File: ./config.mk
export PLATFORM = sky130hd
export DESIGN_NAME = dac_interface
export DESIGN_NICKNAME = dac_interface
export VERILOG_FILES = /design/flow/design.v
export SDC_FILE = /design/flow/constraint.sdc
export NUM_CORES = 4
export LEC_CHECK = 1
export CORE_UTILIZATION = 50
File: ./constraint.sdc
current_design dac_interface

set clk_period 4.7
set clk_io_pct 0.2

create_clock -name clk0 -period $clk_period [get_ports {clk_dac}]
create_clock -name clk1 -period $clk_period [get_ports {clk_design}]

set non_clock_inputs [all_inputs -no_clocks]
set_input_delay [expr $clk_period * $clk_io_pct] -clock clk0 $non_clock_inputs
set_output_delay [expr $clk_period * $clk_io_pct] -clock clk0 [all_outputs]
==> out/results.tsv <==
stage	metric	value	unit
clock_network	post-cts sizing count	0	
critical_path	crit path DRT	4.87	ns
job	Log Warnings	28	
route	Iter 0 DRT Violations	44	
yosys	Synth mux share	25.6	%
final_layout	Reg area	1750	um^2
clock_network	clock tree from TritonCTS	yes	
route	vias per std cell	4.89	
sta	Clock Skews	0.00839	ns
power	Lkg Pwr	1.61	nW
yosys	EDFF count, synth	0	
critical_path	Crit Reg-Reg Endpoint	mcp_dac.send_reg[30]	
critical_path	FF-to-FF Start	mcp_dac.counter[0]	
clock_network	Post-CTS Hold Buffers	0	
yosys	Chip Area, Yosys	2860	um^2
route	DRC viols	0	
grt	first-pass GRT wire length	8510	um
grt	vias in the first global route	1738	
sta	Max-Slew Margin vs Limit	49.8	%
grt	pin count of the biggest net entering global routing	44	
power	VDD IR max	380	uV
critical_path	Crit Path Class	in -> reg	
clock_network	Post-CTS Setup Bufs	0	
final_layout	area occupied by multi-input gates	1030	um^2
yosys	Seq share, synth	61.3	%
final_layout	share of cells above drive strength 1	30.9	%
sta	RSZ-0062 raised after global routing	false	
yosys	Yosys reg bits	70	
grt	grt ovf	0	
sta	Fin Setup TNS	0	ns
yosys	Syn Area/Cell	16.0	um^2
placed_design	post-DP HPWL	3170	um
grt	grt met3 use	5.26	%
grt	met2 Use GR	28.2	%
critical_path	crit end category	flip-flop	
sta	Hold Vio Cnt, Final	0	
power	power per cell area	679	nW/um^2
job	total of max-cap violations	0	
sta	Slew @ Worst Pin	0.751	ns
route	Vias	1571	
route	First-pass DRT Iterations	4	
outcome	status	finished clean	
hold_path	Worst Hold Endpoint	mcp_dac.receiver_pulse_detector.d2	
yosys	ao+oa area frac	2.89	%
floorplanning	die height	77.6	um
yosys	Commonest flop	dfrtp_1	
critical_path	WP data arrival	3.16	ns
sta	final tally of max-slew violations	0	
hold_path	hold path start	mcp_dac.receiver_pulse_detector.d1	
critical_path	CP Launch Type	input pin	
yosys	Basic Gates by Area	4.16	%
sta	Final setup viols	0	
sta	final worst slack	1.71	ns
route	number of diodes	0	
yosys	yosys adder share	0.438	%
yosys	ys async rst share	100	%
clock_network	clock transition at the registers of the reported paths	0.07	ns
yosys	Dominant comb cell	multiplexers	
critical_path	CP max FO	18	
yosys	Synth Instances	179	
grt	grt peak-use layer	met1	
grt	met1 Use GR	31.2	%
yosys	synthesized area	2860	um^2
placed_design	Setup WS pre-CTS	1.38	ns
floorplanning	die width	77.6	um
placed_design	RePlAce Congestion	0.760	
yosys	XOR-XNOR Cells, Area Fraction	1.80	%
route	WL/cell	15.0	um
floorplanning	# rows	27	
placed_design	PortBufs	59	
final_layout	area delta synth->final	28.7	%
floorplanning	io pins	67	
yosys	number of synthesis warnings	3	
grt	GRT Total Usage	19.2	%
critical_path	cells on worst reg2reg path	5	
route	Final ANT Viol Nets	0	
yosys	synth unique cells	31	
yosys	# Cells Yosys	179	
critical_path	flop-to-flop setup slack	2.46	ns
clock_network	CTS sink count	70	
hold_path	hold path cells	0	
grt	initial antenna violation count	0	
final_layout	Fillers	383	
route	routed wire length	4830	um
floorplanning	floorplan utilization	51.9	%
floorplanning	die area	6020	um^2
floorplanning	CORE AREA	5510	um^2
hold_path	Tightest Hold Check Type	reg -> reg	
==> worst max-delay path by stage <==
stage                 startpoint                   end  slack [ns]  cells after the start
final                         en  mcp_dac.send_reg[30]        1.71                      5
after global routing          en  mcp_dac.send_reg[28]        1.59                      5
after CTS                     en  mcp_dac.send_reg[22]        1.70                      5
==> stage by stage <==
stage	area [um^2]	utilization (%)	hold slack, ns	power, mW	std cells
2_1_floorplan	2870	-	0.331	1.65	182
3_3_place_gp	3480	63.2	0.333	1.98	305
3_5_place_dp	3480	63.2	0.337	2.03	305
4_1_cts	3680	66.8	0.358	2.53	321
5_1_grt	3680	66.8	0.365	2.67	321
6_report	3680	66.8	0.352	2.50	321
==> kinds of logic (layout without fill, tap and decap cells) <==
kind of cell | Yosys count | count (layout)
flops | 70 | 70
mux | 57 | 57
simple gates | 20 | 20
compound gates | 12 | 12
buf+inv | 12 | 79
xor+xnor | 5 | 5
other cells | 2 | 5
fa+ha+maj | 1 | 1
==> cell usage after synthesis, drive strengths merged, types with 2 or more instances <==
master	count	area (um^2)
dfrtp	70	1750
mux2	56	721
buf	11	98.8
nand2	6	22.5
a21oi	4	31.3
o21ai	4	20.0
xor2	4	42.6
nor2	3	11.3
conb	2	7.51
nand2b	2	12.5
nand3	2	15.0
nor3	2	10.0
or3	2	12.5
==> power by group <==
group	internal [mW]	switching (mW)	leakage, nW
logic	0.679	0.276	0.652
clock network	0.276	0.214	0.103
registers	0.897	0.156	0.851
==> cells in the final DEF (no fill, tap or decap) <==
cell type,n
mux2i_1,1
nor2_1,3
ha_1,1
clkdlybuf4s50_1,58
mux2_4,24
xor2_1,3
mux2_1,1
a21boi_0,1
a32o_1,1
nand3_2,1
o21ai_0,4
nand4_1,1
a21oi_1,3
inv_1,1
bufinv_16,1
conb_1,5
nor3_1,2
nand2_1,6
a21oi_4,1
o22ai_1,1
clkbuf_1,2
mux2_2,31
xor2_4,1
nor4_4,1
xnor2_1,1
buf_2,1
buf_4,3
o31ai_1,1
nand2b_1,2
nand3_1,1
clkbuf_8,11
or3_1,2
or4_1,1
dfrtp_1,70
clkinv_2,2
==> per-layer routing <==
metal | wire length, um | vias to the layer above
met5 | 0 | -
met4 | 79 | 0
met3 | 224 | 6
met2 | 2190 | 42
met1 | 2330 | 775
li1 | - | 748
==> cell type report <==
class / instances / share of cell area [%]
Clock inverter: 3 / 1.09
Clock buffer: 13 / 4.32
Inverter: 1 / 0.102
Multi-Input combinational cell: 100 / 27.9
Timing Repair Buffer: 62 / 16.5
Tap cell: 72 / 2.45
Sequential cell: 70 / 47.6
==> worst max-delay path, cell delays in order <==
cell and delay, ns:
clkdlybuf4s50_1 0.69, nand2_1 0.15, a21oi_4 0.60, buf_4 0.43, mux2_4 0.33
Power is estimated from default activity; no workload was simulated.
